`/design/flow/constraint.sdc`:
```
current_design bitty

set clk_period 10.0
set clk_io_pct 0.2

create_clock -name clk0 -period $clk_period [get_ports {clk}]

set non_clock_inputs [all_inputs -no_clocks]
set_input_delay [expr $clk_period * $clk_io_pct] -clock clk0 $non_clock_inputs
set_output_delay [expr $clk_period * $clk_io_pct] -clock clk0 [all_outputs]
```
`/design/flow/config.mk`:
```
export PLATFORM = sky130hd
export DESIGN_NAME = bitty
export DESIGN_NICKNAME = bitty
export VERILOG_FILES = /design/flow/design.v
export SDC_FILE = /design/flow/constraint.sdc
export NUM_CORES = 4
export LEC_CHECK = 1
export CORE_UTILIZATION = 40
export SYNTH_HDL_FRONTEND = slang
```
`/design/flow/run.sh`:
```
#!/bin/bash
# OpenROAD 26Q1-2900-gdf79404cd8, Yosys 0.63+post, stock flow scripts
make -C /OpenROAD-flow-scripts/flow DESIGN_CONFIG=/design/flow/config.mk WORK_HOME=/design/flow/orfs finish
```
`/design/flow/design.v`:
```
module ARITHM(
  input wire [15:0] in_a,
  input wire [15:0] in_b,
  input wire [2:0] select,
  output reg [15:0] alu_out
);
  reg [15:0] temp_result;
always @(*) begin      
    temp_result = 16'b0;
case (select)
    3'b000: temp_result = (in_a) + (in_b);
    3'b001: temp_result = (in_a) - (in_b);
    3'b010: temp_result = (in_a) & (in_b);
    3'b011: temp_result = (in_a) | (in_b);
    3'b100: temp_result = (in_a) ^ (in_b);
    3'b101: temp_result = (in_a) << (in_b);
    3'b110: temp_result = (in_a) >> (in_b);
    3'b111: begin
    if (in_a == in_b) temp_result = 16'b0;
    else if (in_a > in_b) temp_result = 16'b1;
    else if (in_a < in_b) temp_result = 16'b10;
    end
    default: temp_result = 16'b0;
    endcase
    alu_out = temp_result;
end
  endmodule
module Control_Unit(
input clk,
input rst,
input run,
input [15:0] instruction,
output reg [2:0] alu_sel,
output reg [2:0] mux_sel,
output reg ctrl_enable_0,
output reg ctrl_enable_1,
output reg ctrl_enable_2,
output reg ctrl_enable_3,
output reg ctrl_enable_4,
output reg ctrl_enable_5,
output reg ctrl_enable_6,
output reg ctrl_enable_7,
output reg ctrl_enable_i,
output reg ctrl_enable_s,
output reg ctrl_enable_c,
output reg ctrl_done_out
);
    parameter STATE_0 = 2'b00;
    parameter STATE_1 = 2'b01;
    parameter STATE_2 = 2'b10;
    parameter STATE_3 = 2'b11;
    reg [1:0] current_state, next_state;
    reg [2:0] mux_sel_rx;
wire [4:0] unused_signal_1 = instruction[9:5];  
wire [1:0] unused_signal_2 = instruction[1:0];  
    always @(posedge clk or posedge rst) begin
        if (rst) begin
            current_state <= STATE_0;
        end else begin
            current_state <= next_state;
        end
    end
    always @(*) begin
	case (current_state)
	STATE_0: begin
	next_state = STATE_1;
	end
	STATE_1: begin
	next_state = STATE_2;
	end
	STATE_2: begin
	next_state = STATE_3;
	end
	STATE_3: begin
	next_state = STATE_0;
	end
	default: begin
	next_state = STATE_0;
	end
	endcase
	end
    always @(*) begin
	ctrl_done_out = 1'b0;                 
        ctrl_enable_0 = 1'b0;
        ctrl_enable_1 = 1'b0;
        ctrl_enable_2 = 1'b0;
        ctrl_enable_3 = 1'b0;
        ctrl_enable_4 = 1'b0;
        ctrl_enable_5 = 1'b0;
        ctrl_enable_6 = 1'b0;
        ctrl_enable_7 = 1'b0;
        ctrl_enable_s = 1'b0;
        ctrl_enable_c = 1'b0;
        ctrl_enable_i = 1'b0;
        ctrl_done_out = 1'b0;
        mux_sel_rx = 3'b000;
        alu_sel = 3'b000;
        mux_sel = 3'b000;
        case (current_state)
            STATE_0: begin
                if (run) begin
                    ctrl_enable_i = 1'b1;
                    ctrl_enable_s = 1'b1;
                    mux_sel = instruction [15:13];
                end
            end
            STATE_1: begin
                ctrl_enable_c = 1'b1;
                alu_sel = instruction [4:2];
                mux_sel = instruction [12:10];
            end
            STATE_2: begin
            mux_sel_rx = instruction [15:13];
          case (mux_sel_rx)
            3'b000: begin
            ctrl_enable_0 = 1'b1;
            end
            3'b001: begin
            ctrl_enable_1 = 1'b1;
            end
            3'b010: begin
            ctrl_enable_2 = 1'b1;
            end
            3'b011: begin
            ctrl_enable_3 = 1'b1;
            end
            3'b100: begin
            ctrl_enable_4 = 1'b1;
            end
            3'b101: begin
            ctrl_enable_5 = 1'b1;
            end
            3'b110: begin
            ctrl_enable_6 = 1'b1;
            end
            3'b111: begin
            ctrl_enable_7 = 1'b1;
            end
            endcase
          end
          STATE_3: begin
          ctrl_done_out = 1'b1;
            end
        endcase
    end
endmodule
module Reg_0 (
    input wire clk,
    input wire rst,
    input wire en_0,
    input wire [15:0] d_in,
    output reg [15:0] d_out
);
    always @(posedge clk or posedge rst) begin
        if (rst) begin
            d_out <= 16'b0;
        end else if (en_0) begin
            d_out <= d_in;
        end
    end
endmodule
module bitty (
    input wire clk,
    input wire reset,
    input wire run,
    input wire [15:0] instruction,
    output wire done,
    output wire [15:0] d_out_0,
    output wire [15:0] d_out_1,
    output wire [15:0] d_out_2,
    output wire [15:0] d_out_3,
    output wire [15:0] d_out_4,
    output wire [15:0] d_out_5,
    output wire [15:0] d_out_6,
    output wire [15:0] d_out_7
);
    wire [15:0] d_out_i;
    wire [15:0] mux_out_rx;
    wire [2:0] alu_sel;
    wire [2:0] mux_sel;
    wire [15:0] d_out_s;
    wire [15:0] d_out_c;
    wire [15:0] alu_out;
    wire ctrl_enable_0, ctrl_enable_7;
    wire ctrl_enable_i, ctrl_enable_s, ctrl_enable_c;
    wire ctrl_enable_1, ctrl_enable_2, ctrl_enable_3;
    wire ctrl_enable_4, ctrl_enable_5, ctrl_enable_6;
    top top_instance (
        .clk(clk),
        .reset(reset),
        .run(run),
        .instruction(instruction),
        .done(done),
        .d_out_i(d_out_i),
        .mux_out_rx(mux_out_rx),
        .alu_sel(alu_sel),
        .mux_sel(mux_sel),
        .d_out_s(d_out_s),
        .d_out_c(d_out_c),
        .alu_out(alu_out),
        .d_out_0(d_out_0),
        .d_out_1(d_out_1),
        .d_out_2(d_out_2),
        .d_out_3(d_out_3),
        .d_out_4(d_out_4),
        .d_out_5(d_out_5),
        .d_out_6(d_out_6),
        .d_out_7(d_out_7),
        .ctrl_enable_0(ctrl_enable_0),
        .ctrl_enable_7(ctrl_enable_7),
        .ctrl_enable_i(ctrl_enable_i),
        .ctrl_enable_s(ctrl_enable_s),
        .ctrl_enable_c(ctrl_enable_c),
        .ctrl_enable_1(ctrl_enable_1),
        .ctrl_enable_2(ctrl_enable_2),
        .ctrl_enable_3(ctrl_enable_3),
        .ctrl_enable_4(ctrl_enable_4),
        .ctrl_enable_5(ctrl_enable_5),
        .ctrl_enable_6(ctrl_enable_6)
    );
endmodule
import "DPI-C" function void verify_instruction(input shortint instruction, input shortint hw_result);
module dpi_monitor (
    input logic done,
    input logic [15:0] instruction,
    input logic [15:0] hw_result
);
    always @(posedge done) begin
        verify_instruction(instruction, hw_result);
    end
endmodule
module mux (
    input [2:0] sel,          
    input [15:0] d_out_0,     
    input [15:0] d_out_1,     
    input [15:0] d_out_2,     
    input [15:0] d_out_3,     
    input [15:0] d_out_4,     
    input [15:0] d_out_5,     
    input [15:0] d_out_6,     
    input [15:0] d_out_7,     
    output reg [15:0] out     
);
  always @(*) begin
    case (sel)
        3'b000: out = d_out_0;
        3'b001: out = d_out_1;
        3'b010: out = d_out_2;
        3'b011: out = d_out_3;
        3'b100: out = d_out_4;
        3'b101: out = d_out_5;
        3'b110: out = d_out_6;
        3'b111: out = d_out_7;
        default: out = 16'hFFFF;
    endcase
  end
endmodule
module top (
  input wire clk,        
  input wire reset,      
  input wire run,        
  input wire [15:0] instruction, 
  output done,     
	output wire [15:0] d_out_i,
   	output wire [15:0] mux_out_rx,
   	output wire [2:0] alu_sel,
   	output wire [2:0] mux_sel,
 	output wire [15:0] d_out_s, d_out_c,
	output wire [15:0] alu_out,
  	output wire [15:0] d_out_0, 
  	output wire ctrl_enable_0, ctrl_enable_7,
   	output wire ctrl_enable_i, ctrl_enable_s, ctrl_enable_c,
	output wire ctrl_enable_1, ctrl_enable_2, ctrl_enable_3, ctrl_enable_4, ctrl_enable_5, ctrl_enable_6,
   	output wire [15:0] d_out_1, 
   	output wire [15:0] d_out_2, 
   	output wire [15:0] d_out_3, 
   	output wire [15:0] d_out_4, 
   	output wire [15:0] d_out_5, 
   	output wire [15:0] d_out_6, 
  	output wire [15:0] d_out_7
);
Control_Unit control_unit (
    .clk(clk),
    .rst(reset),
    .run(run),
    .ctrl_done_out(done),
    .instruction(instruction),
    .mux_sel(mux_sel),
    .alu_sel(alu_sel),
    .ctrl_enable_0(ctrl_enable_0),
    .ctrl_enable_1(ctrl_enable_1),
    .ctrl_enable_2(ctrl_enable_2),
    .ctrl_enable_3(ctrl_enable_3),
    .ctrl_enable_4(ctrl_enable_4),
    .ctrl_enable_5(ctrl_enable_5),
    .ctrl_enable_6(ctrl_enable_6),
    .ctrl_enable_7(ctrl_enable_7),   
    .ctrl_enable_i(ctrl_enable_i),
    .ctrl_enable_s(ctrl_enable_s),
    .ctrl_enable_c(ctrl_enable_c)
);
  Reg_0 reg0 (.clk(clk), .rst(reset), .en_0(ctrl_enable_0), .d_in(d_out_c), .d_out(d_out_0));
  Reg_0 reg1 (.clk(clk), .rst(reset), .en_0(ctrl_enable_1), .d_in(d_out_c), .d_out(d_out_1));
  Reg_0 reg2 (.clk(clk), .rst(reset), .en_0(ctrl_enable_2), .d_in(d_out_c), .d_out(d_out_2));
  Reg_0 reg3 (.clk(clk), .rst(reset), .en_0(ctrl_enable_3), .d_in(d_out_c), .d_out(d_out_3));
  Reg_0 reg4 (.clk(clk), .rst(reset), .en_0(ctrl_enable_4), .d_in(d_out_c), .d_out(d_out_4));
  Reg_0 reg5 (.clk(clk), .rst(reset), .en_0(ctrl_enable_5), .d_in(d_out_c), .d_out(d_out_5));
  Reg_0 reg6 (.clk(clk), .rst(reset), .en_0(ctrl_enable_6), .d_in(d_out_c), .d_out(d_out_6));
  Reg_0 reg7 (.clk(clk), .rst(reset), .en_0(ctrl_enable_7), .d_in(d_out_c), .d_out(d_out_7));
  Reg_0 regS (.clk(clk), .rst(reset), .en_0(ctrl_enable_s), .d_in(mux_out_rx), .d_out(d_out_s));
  Reg_0 regC (.clk(clk), .rst(reset), .en_0(ctrl_enable_c), .d_in(alu_out), .d_out(d_out_c));
  Reg_0 regi (.clk(clk), .rst(reset), .en_0(ctrl_enable_i), .d_in(instruction), .d_out(d_out_i));
  mux my_mux_rx (
    .sel(mux_sel),
    .d_out_0(d_out_0),
    .d_out_1(d_out_1),
    .d_out_2(d_out_2),
    .d_out_3(d_out_3),
    .d_out_4(d_out_4),
    .d_out_5(d_out_5),
    .d_out_6(d_out_6),
    .d_out_7(d_out_7),
    .out(mux_out_rx)
);
dpi_monitor monitor (
        .done(done),
        .instruction(instruction),
        .hw_result(d_out_c)
    );
ARITHM my_alu (
    .in_a(d_out_s),      
    .in_b(mux_out_rx),       
    .select(alu_sel),     
    .alu_out(alu_out)
);
endmodule
```
==> impl_metrics.yaml <==
# generated from flow reports
sta:
  hold_viol_final: 0
  rsz0062_at_grt: "no"
  maxSlewHeadroom: 0.313
  fin_hold_ws_ns: 0.384
  fin_skew_ns: 0.00982
  setup_violations: 0
  slew_violations: 0
  max_clock_freq_mhz: 133
  worstMarginPinSlew_ns: 1.00
  worst_slack_ns: 2.48
  fin_setup_tns_ns: 0
  post-route-period-util: 0.752
  period_minus_slack_ns: 7.52
run:
  warnings: 62
  cap_violations: 0
clock_network:
  clk_latency_ns: 0.43
  ctsResizeCount: 0
  numCtsBuffers: 17
  postCtsSetupBuffers: 0
  htree_levels: 4
  cts_root_buf: "clkbuf_16"
  cts_tree: "done"
  cts_hold_buffers: 0
  path_clk_slew_ns: 0.07
  cts_buffer_depth: 2
  cts_num_sinks: 164
placement:
  port_buffers: 140
  place.gp.congestion: 0.992
  place_worst_setup_slack_ns: 2.19
  hpwl_mm: 27.5
setup_path:
  endpoint_kind: "register"
  critPathLaunchType: "input pin"
  reg2regPathDepth: 19
  worstPathMaxFanout: 40
  timing.rr.start: "top_instance.control_unit.current_state[2]$_DFF_PP0_"
  reg2reg_slack_ns: 4.00
  path_cells: "clkdlybuf4s50_1 -> a32oi_2 -> buf_4 -> nand3_1 -> or2_2 -> nand3_1 -> buf_4 -> inv_1 -> ha_1 -> and2_1 -> a311oi_1 -> a21oi_1 -> a41oi_1 -> a21oi_1 -> a211o_1 -> a21oi_1 -> xnor2_1 -> a221oi_1 -> o22ai_1"
  cp_slowest_stage_delay_ns: 0.64
  cp_common_cell: "a21oi_1"
  crit_type: "input pin to register"
  path_buffers: 4
  required_ns: 10.30
  cp_slowest_cell: "nand3_1"
  critical_path.top_delay_family: "AND-OR/OR-AND gates"
  rr_endpoint: "top_instance.regC.d_out[15]$_DFFE_PP0P_"
  crit_arrival_ns: 7.82
power_and_ir_drop:
  ir_drop_v: 0.000102
  pwr-share-seq: 0.482
  p_int_mw: 1.05
  p_per_area_nw_per_um2: 102
  p_switching_uw: 323
  clkPwrFrac: 0.500
  p_leak_nw: 5.87
  combPwrFrac: 0.019
  swShare: 0.235
yosys:
  syn_area_per_cell_um2: 9.49
  ys_chip_area_um2: 11200
  synthTopCellsByArea: "dfrtp_1 (37%), mux2_2 (13%), ha_1 (5.0%), mux2i_1 (4.2%), o21ai_0 (3.8%)"
  yosys_cells: 1176
  top_cells_by_count: "dfrtp_1 (163), mux2_2 (128), nand2_1 (102), o21ai_0 (84), nor2_1 (69)"
  yosysUniqueCellTypes: 89
  ys_seq_share: 0.368
  async_flop_share: 1.00
  ys.flop_type: "dfrtp_1"
  edf_count: 0
  netlist_area_um2: 11200
  yosys.area.top_type: "dfrtp_1"
  synthCells: 1176
  yosysWarnings: 0
  ys_ff: 164
  synth_top_area_share: 0.365
  yosysMostFrequentCell: "dfrtp_1"
grt:
  grt-ovfl-total: 0
  gr-usage-all-layers: 0.288
  grt_max_degree: 112
  grt_pass1_vias: 9734
  grt_pass1_wl_mm: 60.6
  grt_antenna_before_repair: 0
drt:
  routed_via_density: 6.07
  drc_errors: 0
  routed-via-count: 10100
  drtAntennaViolNets: 0
  drt_iter0_markers: 1021
  n_antenna_cell: 0
  wl_per_cell_um: 23.8
  drt-total-wl_mm: 39.7
  dr.pass1.iters: 5
worst_hold_path:
  min_to: "top_instance.control_unit.current_state[0]$_DFF_PP1_"
  holdCritStartpoint: "top_instance.control_unit.current_state[3]$_DFF_PP0_"
  hp-class: "register to register"
  min_path_cells: 0
floorplanning:
  fp-row-count: 60
  die_h_um: 169
  coreArea_um2: 27200
  fp.dieW_um: 169
  ios: 148
  chipArea_um2: 28600
  fp_util: 0.411
finish:
  regArea_um2: 4110
  nFillCells: 2480
  area.growth.synth_to_final_pct: 21.4
  layout-drive-gt1-share: 0.180
  logic_area_um2: 6530
outcome:
  status: "completed"
## worst max path at each step
stage | depth (start not counted) | slack (ns) | end | from
4_1_cts | 19 | 2.63 | top_instance.regC.d_out[15]$_DFFE_PP0P_ | instruction[15]
6_report | 19 | 2.48 | top_instance.regC.d_out[15]$_DFFE_PP0P_ | instruction[15]
5_1_grt | 19 | 2.19 | top_instance.regC.d_out[15]$_DFFE_PP0P_ | instruction[15]
## through the flow
step	power [mW]	std cells	util	cell area, um2
floorplan	0.691	1176	-	11200
global placement	0.702	1637	0.476	12900
detailed placement	0.702	1637	0.476	12900
CTS	1.39	1669	0.499	13600
global route	1.42	1669	0.499	13600
finish	1.38	1669	0.499	13600
## final cells by class
cell class / instances / area share
multi-input combinational: 879 / 0.481
inverter: 51 / 0.0145
timing repair buffer: 171 / 0.122
clock inverter: 14 / 0.0128
tap: 372 / 0.0343
clock buffer: 18 / 0.0324
sequential: 164 / 0.303
## state kept, by name, indices dropped and copies added, names as in the netlist
| register | cells |
|---|---|
| top_instance.regS.d_out | 16 |
| top_instance.reg3.d_out | 16 |
| top_instance.control_unit.current_state | 4 |
| top_instance.reg7.d_out | 16 |
| top_instance.reg0.d_out | 16 |
| top_instance.reg4.d_out | 16 |
| top_instance.reg5.d_out | 16 |
| top_instance.reg6.d_out | 16 |
| top_instance.regC.d_out | 16 |
| top_instance.reg1.d_out | 16 |
| top_instance.reg2.d_out | 16 |
## power groups by stage
stage,logic (mW),clock network [mW],registers [mW]
CTS,0.0266,0.700,0.663
global route,0.0289,0.728,0.663
finish,0.0255,0.688,0.663
## placed cells by master (no fill, tap or decap), types with 7 or more instances in the layout
cell type | synthesis | layout
a211oi_1 | 10 | 10
a21o_1 | 12 | 12
a21oi_1 | 68 | 68
a31oi_1 | 12 | 12
and3_1 | 7 | 7
buf_4 | 9 | 30
clkbuf_16 | 0 | 17
clkdlybuf4s50_1 | 0 | 140
dfrtp_1 | 163 | 163
ha_1 | 45 | 45
inv_1 | 45 | 44
mux2_2 | 128 | 128
mux2i_1 | 47 | 47
nand2_1 | 102 | 102
nand2b_1 | 8 | 8
nand3_1 | 44 | 44
nand4_1 | 8 | 8
nor2_1 | 69 | 69
nor3_1 | 24 | 22
o2111ai_1 | 9 | 9
o211ai_1 | 21 | 21
o21ai_0 | 84 | 82
o21ai_1 | 5 | 7
o221ai_1 | 7 | 7
o31a_1 | 8 | 8
xnor2_1 | 9 | 9
## routing by layer
layer | vias up | wire length [um] | GRT usage | share of wire
li1 | 4595 | - | - | -
met1 | 5087 | 17900 | 0.433 | 0.45
met2 | 405 | 18100 | 0.438 | 0.46
met3 | 49 | 3010 | 0.0719 | 0.076
met4 | 0 | 741 | 0.0474 | 0.019
met5 | - | 0 | 0 | 0
## cell families after synthesis
group	count (synthesis)	share of synthesized area
xor+xnor	9	0.00706
compound gates	339	0.213
simple gates	305	0.131
mux	180	0.180
buf+inv	133	0.0500
fa+ha+maj	46	0.0522
flops	164	0.368
No activity file was given, so power comes from the tool's default toggle rates.
